==> ./design.v <==
module Transmitter(link,ready,clock,taddr,tdata,send,clear);
output link;  
output ready;  
input clock;
input [1:0] taddr;
input [3:0] tdata;
input send;
input clear;   
reg [6:0] buffer;  
reg [2:0] state;   
reg ready;  
reg link;   
always @(posedge clock)  
   begin
   if (clear==1) state <= 0;
   else
      begin  
      if (state==0 || state==7)  
         begin
         if (send==1) state <= 1;
	     else state <= 0;
         end
      else state <= state+1;  
      end
   end
always @(state) 
   begin
   if (state==0 || state==7) ready = 1;
   else ready = 0;
   end
always @(posedge clock)  
   begin
   if (ready==1 && send==1)
      buffer <= {1'b1,taddr,tdata};  
   else buffer <= buffer << 1;    
   end
always @(state)  
   begin
   if (state==0) link = 0;  
   else link = buffer[6];
   end
endmodule
module Receiver(rcdata,new,clock,link,rcaddr,clear);
output [3:0] rcdata;
output new;
input clock;
input link;
input [1:0] rcaddr;
input clear;         
reg [2:0] state;  
reg [5:0] buffer;  
reg [3:0] rcdata;  
reg new;		   
always @(posedge clock) 
   begin
   if (clear==1) state <= 0;
   else
      begin
      if (state==0 || state==7)  
         begin
         if (link==1) state <=1;  
         else state <= 0;         
         end
      else state <= state+1;   
      end	
   end
always @(posedge clock) buffer <= {buffer[4:0],link};
always @(posedge clock)  
   begin
   if (state==7 && buffer[5:4]==rcaddr) rcdata <= buffer[3:0];
   end
always @(posedge clock)
   begin
   if (state==7 && buffer[5:4]==rcaddr) new <= 1;
   else new <= 0;
   end
endmodule
module RegFile(rfdata,clock,waddr,rfaddr,wdata,write);
output [3:0] rfdata;   
input clock;
input [1:0] waddr;   
input [1:0] rfaddr;  
input [3:0] wdata;   
input write;         
reg [3:0] regcell[0:3];  
assign rfdata = regcell[rfaddr];  
always @(posedge clock)   
   if (write==1) regcell[waddr]=wdata; 
endmodule
module RfileReceiver(waddr,wdata,write,clock,link,clear);
output [1:0] waddr;  
output [3:0] wdata;  
output write;	     
input  clock;
input  link;	     
input  clear;
reg [5:0] buffer;
reg [2:0] state;
always @(posedge clock) buffer <= {buffer[4:0],link};
always @(posedge clock)  
   begin
   if (state==7 && buffer[5:4]==waddr) wdata <= buffer[3:0];
   end
always @(posedge clock)
   if (clear != 0) write <= 1;
always @(posedge clock)   
   if (write==1) buffer[waddr]=wdata;
assign waddr = link[5:4];
assign wdata = link[3:0];
endmodule
==> ./run.sh <==
#!/bin/bash
# OpenROAD 26Q1-2900-gdf79404cd8, Yosys 0.63+post, stock flow scripts
make -C /OpenROAD-flow-scripts/flow DESIGN_CONFIG=/design/flow/config.mk WORK_HOME=/design/flow/orfs finish
==> ./config.mk <==
export PLATFORM = sky130hd
export DESIGN_NAME = Transmitter
export DESIGN_NICKNAME = Transmitter
export VERILOG_FILES = /design/flow/design.v
export SDC_FILE = /design/flow/constraint.sdc
export NUM_CORES = 4
export LEC_CHECK = 1
export CORE_AREA = 10 10 70 70
export DIE_AREA = 0 0 80 80
==> ./constraint.sdc <==
current_design Transmitter

set clk_period 3.3
set clk_io_pct 0.2

create_clock -name clk0 -period $clk_period [get_ports {clock}]

set non_clock_inputs [all_inputs -no_clocks]
set_input_delay [expr $clk_period * $clk_io_pct] -clock clk0 $non_clock_inputs
set_output_delay [expr $clk_period * $clk_io_pct] -clock clk0 [all_outputs]
==> commit_impl_results.txt <==
Refresh implementation metrics

- The flow ran to the end, and the final reports show no timing, DRC or antenna violations.
- The capture point of the worst register-to-register path is recorded as buffer[2].
* Class of the tightest hold or removal check: reg -> reg
- Synthesis instantiated 14 different standard cells from the library.
* P_leak: 0.2673 nW
- Portion of the post-synthesis area used by sequential elements: 46.11%
* Buffering stage count on the worst path with inverters included: 2
* Most prevalent standard cell on the critical path: sky130_fd_sc_hd__nor2b_1
- Beginning of the worst hold path: buffer[5]
* Mapped Area: 434.2 um2
- Final ANT Viol Nets: 0
- Cell accounting for the most synthesized area: sky130_fd_sc_hd__dfxtp_1
- Count of filler cells inserted in the layout: 389
* Initial antenna violation count: 0
- Ranking logic cells in the layout by count gives the top entries sky130_fd_sc_hd__dfxtp_1 (10), sky130_fd_sc_hd__clkdlybuf4s50_1 (10), sky130_fd_sc_hd__mux2_4 (6).
- Setup repair after global routing left no endpoint under its margin.
- Final sum of negative setup slack: 0 ps
- The report counts max-capacitance violations totalling 0.
- Syn Inst Count: 36
- Net switching fraction of the power: 21.20%
- For this design the top-level I/O count stands at 11.
- Count of instantiated cells in the yosys netlist: 36
- Number of gates resized after CTS: 0
- Looking at the hold checks, the worst path lands on buffer[6].
* Cell family contributing the most delay on the critical path: buffers and inverters
- Looking at the clock tree report, the root buffer type is sky130_fd_sc_hd__clkbuf_4.
- Clock skew on the completed layout was measured at 2.678 ps.
- Die Wd: 80 um
- Summed over its instances, the top area cell type makes up 46.11% of the synthesized netlist area.
* Total tool warning count: 28
- First-pass GRT wire length: 1490 um
* Hpwl dp: 662.1 um
- Input and output buffers added on the ports amount to 10.
* Sequential cell fraction of total power: 45.3%
- Kind of capture point of the worst setup path: output port
- Power share of the combinational group: 20.9%
- Per the STA report, the cell with the highest stage delay on the worst path is sky130_fd_sc_hd__clkdlybuf4s50_1.
- STA lists the maximum fanout along the critical path as 4.
- Highest ir drop seen on vdd: 0.0001279 V
* Flip-flop and latch count after synthesis: 10
* Number of cells on the worst hold path: 1
* R2r startpoint: state[0]
* Syn avg cell area: 12.06 um2
* Normalized max-slew margin: 72.89%
- Routed Wire Length: 842 um
- Cell internal power was estimated by the tool at 0.0002489 W.
* Critical-path cell list: inv_1 -> ha_1 -> nor2b_1 -> nor2b_1 -> clkdlybuf4s50_1
- Per the skew report, the later register of the worst-skew pair sees a clock latency of 260 ps.
- Switching component of the power: 0.00006698 W
- Final Hold Violating Endpoints: 0
* Time the worst path needs with I/O delays and setup: 2308 ps
- After global routing the overflow that remains totals 0.
* Hold slack: 416.5 ps
- Slew Limit Fails: 0
* Synthesized chip area reported by yosys: 434.2 um2
* Total power density per cell area: 502.9 mW/mm2
- Die height: 80 um
- Number of clock buffers inserted by TritonCTS: 3
- Measured in cells, the most critical reg-to-reg path has a length of 5.
- For this run, the number of standard cells in the final layout without fillers is 96.
- The worst register-to-register path has a setup slack of 1790 ps.
- TritonCTS built the clock tree.
- The routed design shows a via density per instance of 2.906.
- Global routing usage summed across all routing layers: 2.885%
- Number of H-tree branching levels: 1
- Entering global routing, the biggest net connects 7 pins.
* Final routed DRC violation total: 0
* Post-DR wirelength/cell: 8.771 um
- The arrival time of data at the worst endpoint is listed as 1650 ps.
- Buffers inserted to repair hold after CTS numbered 0.
- The overall die size recorded for this design is 0.006400 mm2.
* Gpl congestion: 0.6804
* Max Clk Rate: 433.3 MHz
- Number of detailed-routing iterations run before antenna repair: 2
* Clock Power Share: 33.8%
- Post-route standard cell area excluding fillers: 628.1 um2
- Number of cell rows: 21
- Overall via count from detail_route: 279
- The region available for standard cell placement spans 0.003416 mm2.
- Data required time at the worst endpoint: 2640 ps
* Dpl cell area: 591.8 um2
- Number of DRC markers after the initial detailed-route iteration: 3
* Number of setup buffers added after CTS: 0
- Compared with the post-synthesis result, the final layout area differs by 44.67%.
- Endpoints with negative setup slack in the final report add up to 0.
* Final core utilization: 18.39%
- Critical Path Start Type: register
* Number of global-route vias before repair: 347
- Of the available clock period, the critical path in the final layout requires 69.94%.
- The number of placed instances, taps included, is 92.
* Worst Setup Path Type: reg -> out
- Delay of the slowest cell on the worst path: 480 ps
- No sink is reached through more buffers than the 2 on the longest clock path.
* Antenna Diode Count: 0
- The clock net in this run drives a total of 10 sinks.
* Number of warnings issued by yosys: 1
* Starting utilization of the core area: 12.71%
* Transition at the pin with the smallest max-transition slack: 402.4 ps
* Main area contributors after synthesis: sky130_fd_sc_hd__dfxtp_1 (46%), sky130_fd_sc_hd__mux2_4 (21%), sky130_fd_sc_hd__ha_1 (12%)
- Clock Pin Slew Worst Setup and Hold Paths: 70 ps
* Fraction of final layout cells with drive strength greater than 1: 24.00%
[final cells by class]
cell class / instances / area (um2) / area share, %
Multi-Input combinational cell: 23 / 222.7 / 35.46
Sequential cell: 10 / 200.2 / 31.87
Timing Repair Buffer: 10 / 100.1 / 15.94
Tap cell: 46 / 57.56 / 9.163
Clock buffer: 4 / 36.28 / 5.777
Inverter: 3 / 11.26 / 1.793
[sequential cells by signal (all words and copies together), names as in the netlist]
signal	flops
buffer	7
state	3
[worst reg2reg max path, delay by kind of cell, from the launching register on]
kind          cells  cell delay [ps]
mux               2              610
flops             1              380
fa+ha+maj         1              210
simple gates      1              130
buf+inv           1               80
[power groups by stage]
stage / clock network [W] / registers, W / logic, W
after CTS: 0.000111 / 0.000143 / 0.0000677
after global routing: 0.000116 / 0.000145 / 0.0000741
final: 0.000107 / 0.000143 / 0.0000659
[routing by layer]
layer | routed length, um | GRT usage, % | vias up
met4 | 0 | 0.5282 | 0
li1 | - | - | 145
met2 | 394 | 4.575 | 5
met5 | 0 | 0 | -
met1 | 401 | 3.504 | 129
met3 | 46 | 1.364 | 0
[synthesized netlist by cell type]
| cell | count |
|---|---|
| sky130_fd_sc_hd__nor2b_1 | 2 |
| sky130_fd_sc_hd__inv_1 | 3 |
| sky130_fd_sc_hd__nand2_4 | 1 |
| sky130_fd_sc_hd__dfxtp_1 | 10 |
| sky130_fd_sc_hd__mux2_4 | 6 |
| sky130_fd_sc_hd__a21oi_1 | 1 |
| sky130_fd_sc_hd__and2_2 | 1 |
| sky130_fd_sc_hd__ha_1 | 4 |
| sky130_fd_sc_hd__or3_1 | 1 |
| sky130_fd_sc_hd__o21ai_0 | 1 |
| sky130_fd_sc_hd__nor3b_1 | 1 |
| sky130_fd_sc_hd__nand2b_1 | 1 |
| sky130_fd_sc_hd__mux2i_1 | 1 |
| sky130_fd_sc_hd__nor2_1 | 3 |
[through the flow]
stage          setup WS [ps]  power [W]
2_1_floorplan           1759  0.0001858
3_3_place_gp            1285  0.0002112
3_5_place_dp            1272  0.0002124
4_1_cts                964.5  0.0003218
5_1_grt                833.4  0.0003361
6_report               992.0  0.0003159
[kinds of logic after synthesis]
group / count (synthesis) / share of synthesized area, %
adders and majority gates: 4 / 11.53
buffers and inverters: 3 / 2.593
muxes: 7 / 23.06
AOI/OAI and AO/OA: 2 / 2.303
and+or+nand+nor: 10 / 14.41
DFF: 10 / 46.11
[worst max path at each step]
stage	start	slack (ps)	to	cells after the start
after CTS	state[0]	960	link	5
after global routing	state[0]	830	link	5
final	state[0]	990	link	5
Power is estimated from default activity; no workload was simulated.
